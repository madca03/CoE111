### config.mk
export PLATFORM = sky130hd
export DESIGN_NAME = updown
export DESIGN_NICKNAME = updown
export VERILOG_FILES = /design/flow/design.v
export SDC_FILE = /design/flow/constraint.sdc
export NUM_CORES = 4
export LEC_CHECK = 1
export CORE_AREA = 10 10 70 70
export DIE_AREA = 0 0 80 80
### constraint.sdc
current_design updown

set clk_period 2.1
set clk_io_pct 0.2

create_clock -name clk0 -period $clk_period [get_ports {clk}]

set non_clock_inputs [all_inputs -no_clocks]
set_input_delay [expr $clk_period * $clk_io_pct] -clock clk0 $non_clock_inputs
set_output_delay [expr $clk_period * $clk_io_pct] -clock clk0 [all_outputs]
### design.v
`timescale 1ns/1ps
module updown(clk,nrst,dir,count);
  input        clk,nrst;
  input        dir;
  output [3:0] count;
  reg [3:0] count;
  always@(posedge clk or negedge nrst)
    if (!nrst)
      count <= 0;
    else
      if (dir)
        count <= count + 1;
      else
        count <= count - 1;
endmodule
### run.sh
#!/bin/bash
# OpenROAD 26Q1-2900-gdf79404cd8, Yosys 0.63+post, stock flow scripts
make -C /OpenROAD-flow-scripts/flow DESIGN_CONFIG=/design/flow/config.mk WORK_HOME=/design/flow/orfs finish
==> ci_impl_report.md <==
### Metrics collected by this job

| Metric | Value |
|---|---|
| Status | `completed` |
| Crit path DAT | `1.77 ns` |
| # DRC | `0` |
| Initial Utilization | `5.714%` |
| Number of enable flip-flop cells | `0` |
| GRT Util Overall | `1.672%` |
| Final Hold Vio Count | `0` |
| Ys flop type | `dfrtp_1` |
| Layout cells sized above 1 | `17.39%` |
| Wire length per cell | `6.304 µm` |
| Setup Skew | `0.0006640 ns` |
| Via-to-Cell Ratio | `1.797` |
| Setup TNS | `0 ns` |
| Synth logic family | `adder cells` |
| First-pass GRT wire length | `745 µm` |
| Largest Register | `count` |
| Yosys simple share | `0%` |
| Initial antenna violation count | `0` |
| Clock H-tree levels | `1` |
| Mapped Area | `195.2 µm²` |
| RSZ-0062 raised after global routing | `no` |
| Yosys cell count | `14` |
| Post-synthesis mux area share | `0%` |
| VDD IR max | `0.0001625 V` |
| Max cap viols | `0` |
| Drt pass-1 iters | `2` |
| Final GP Congestion | `0.7475` |
| Total Wirelength | `435 µm` |
| Clock Tree Buf Depth | `2` |
| Worst min path class | `primary input to asynchronous set/reset pin` |
| Startpoint Class | `primary input` |
| Setup Viol. Count Final | `0` |
| Data required, critical path | `2.26 ns` |
| DRT iter0 DRCs | `5` |
| Max FFs per register | `4` |
| Area leader share | `51.28%` |
| Area leader, netlist | `dfrtp_1` |
| Tightest Pin Transition | `0.2309 ns` |
| Core Footprint | `3416 µm²` |
| Die height | `80 µm` |
| Area delta synth->final | `71.80%` |
| Number of global-route vias before repair | `162` |
| Avg Cell Area, Syn | `13.94 µm²` |
| Synth warn | `1` |
| Total power | `0.0003732 W` |
| Aggregate global routing overflow | `0` |
| Top cells by count | `dfrtp_1 (4), ha_1 (2), inv_1 (2), xnor2_1 (2)` |
| Critical path origin | `dir` |
| Cell variety after synth | `8` |
| Clock latency (worst-skew pair) | `0.23 ns` |
| Yosys Chip Area | `195.2 µm²` |
| Clock root cell | `clkbuf_4` |
| Pwr Density | `1113 nW/µm²` |
| # diodes | `0` |
| CTS tree | `yes` |
| Tmin final | `1.616 ns` |
| Chip area | `6400 µm²` |
| Register area share after synthesis | `51.28%` |
| #FFs+latches synth | `4` |
| Cells after Synth | `14` |
| Largest fanout on the critical path | `3` |
| Row cnt | `21` |
| Ys async rst share | `100.0%` |
| Total clock buffers created by CTS | `3` |
| Fmax | `618.9 MHz` |
| CTS clk-pin slew, worst paths | `0.04 ns` |
| Synth Area in Adders | `23.08%` |
| Largest net degree at the start of global routing | `5` |
| # hold bufs at CTS | `0` |
| Ports | `7` |
| Reg2reg start | `count[1]` |
| Number of OpenROAD warnings | `25` |
| Top flop regs | `count (4)` |
| Cell area leaders | `dfrtp_1 (51%), ha_1 (13%), fa_1 (10%)` |
| Post-route ant nets | `0` |
| DR vias | `124` |
| PortBufs | `6` |
| Setup crit end kind | `flip-flop` |
| Max-Slew Margin vs Limit | `84.56%` |
| Post-CTS setup repair buffer count | `0` |
| Critical path class | `primary input to flip-flop` |
| Clk sinks | `4` |
| Post-CTS sizing | `0` |
| Cycle use final | `76.94%` |
| Yosys aoi share | `8.333%` |
| Die X | `80 µm` |
| Final slew viol count | `0` |
| Leak | `0.1362 nW` |
| R2R Setup Slk | `0.88 ns` |
| Most frequent cell after synthesis | `dfrtp_1` |
| Xor/xnor share of the synthesized area | `13.46%` |
[report_power, final]
group | internal [W] | switching (W)
logic | 0.000100 | 0.0000481
clock network | 0.0000638 | 0.0000299
registers | 0.000109 | 0.0000219
[metrics by stage]
| step | instance area (µm²) | util (%) | worst slack (ns) | instances | hold slack (ns) |
|---|---|---|---|---|---|
| after CTS | 335.3 | 9.817 | 0.4818 | 69 | 0.3975 |
| after global routing | 335.3 | 9.817 | 0.4128 | 69 | 0.4049 |
| after floorplan | 195.2 | - | 0.8316 | 14 | 0.1244 |
| final | 335.3 | 9.817 | 0.4842 | 69 | 0.4119 |
| after global placement | 312.8 | 9.158 | 0.2582 | 66 | 0.4930 |
| after detailed placement | 312.8 | 9.158 | 0.2375 | 66 | 0.4942 |
[layout by cell type (no fill, tap or decap)]
cell,count
clkdlybuf4s50_1,6
dfrtp_1,4
clkbuf_4,3
inv_1,2
xnor2_1,2
ha_1,2
a21o_1,1
a21oi_2,1
xor2_1,1
fa_1,1
[per-layer routing]
metal / track usage (%) / share of wire, % / vias up
li1: - / - / 64
met1: 1.811 / 46 / 52
met2: 1.284 / 26 / 8
met3: 3.068 / 28 / 0
met4: 0.3521 / 0 / 0
met5: 0 / 0 / -
[layout make-up]
| cell class | count | area, µm² |
|---|---|---|
| Multi-Input combinational cell | 8 | 87.58 |
| Clock buffer | 3 | 22.52 |
| Inverter | 2 | 7.507 |
| Sequential cell | 4 | 100.1 |
| Tap cell | 46 | 57.56 |
| Fill cell | 402 | 3080 |
| Timing Repair Buffer | 6 | 60.06 |
[critical path, cell delays in order]
cell,delay [ns]
clkdlybuf4s50_1,0.49
inv_1,0.10
ha_1,0.30
a21o_1,0.19
a21oi_2,0.15
xnor2_1,0.12
[cell families after synthesis]
kind of cell	Yosys count
compound gates	2
xor+xnor	3
fa+ha+maj	3
buf+inv	2
flops	4
[path summary, 6_finish.rpt]
check,endpoint,cells after the start
worst max register to register,count[3],4
min in group clk0,count[0],1
worst min-delay path,count[0],1
worst max-delay path,count[3],6
max in group asynchronous,count[3],1
worst min register to register,count[0],1
Power figures rest on the tool's default switching activity, not on a simulated workload.
