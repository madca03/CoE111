$ cat design/flow/run.sh
#!/bin/bash
# OpenROAD 26Q1-2900-gdf79404cd8, Yosys 0.63+post, stock flow scripts
make -C /OpenROAD-flow-scripts/flow DESIGN_CONFIG=/design/flow/config.mk WORK_HOME=/design/flow/orfs finish
$ cat design/flow/config.mk
export PLATFORM = sky130hd
export DESIGN_NAME = alu
export DESIGN_NICKNAME = alu
export VERILOG_FILES = /design/flow/design.v
export SDC_FILE = /design/flow/constraint.sdc
export NUM_CORES = 4
export LEC_CHECK = 1
export CORE_UTILIZATION = 50
$ cat design/flow/constraint.sdc
current_design alu

set clk_period 4.1
set clk_io_pct 0.2

create_clock -name clk0 -period $clk_period

set non_clock_inputs [all_inputs -no_clocks]
set_input_delay [expr $clk_period * $clk_io_pct] -clock clk0 $non_clock_inputs
set_output_delay [expr $clk_period * $clk_io_pct] -clock clk0 [all_outputs]
$ cat design/flow/design.v
`timescale 1ns/1ps
module alu(opA, opB, sel, res);
	input [7:0] opA, opB;
	input [2:0] sel;
	output reg [7:0] res;
	reg [7:0] res_temp;
	reg [7:0] opA_mag;
	reg [7:0] opB_mag;	
	reg temp;
	always @ (*) begin
		case (sel)
			3'b000: begin
				opA_mag = (opA[7] == 1'b1) ? (~opA + 1) : opA;
				opB_mag = (opB[7] == 1'b1) ? (~opB + 1) : opB;
			end
			3'b001: begin
				opA_mag = (opA[7] == 1'b1) ? (~opA + 1) : opA;
				opB_mag = (opB[7] == 1'b1) ? (~opB + 1) : opB;
			end
			3'b010: begin
				opA_mag = (opA[7] == 1'b1) ? (~opA) : opA;
				opB_mag = (opB[7] == 1'b1) ? (~opB) : opB;
			end
			3'b011: begin
				opA_mag = (opA[7] == 1'b1) ? (~opA) : opA;
				opB_mag = (opB[7] == 1'b1) ? (~opB) : opB;
			end
			3'b100: begin
				opA_mag = (opA[7] == 1'b1) ? {1'b0, opA[6:0]} : opA;
				opB_mag = (opB[7] == 1'b1) ? {1'b0, opB[6:0]} : opB;
			end
			3'b101: begin
				opA_mag = (opA[7] == 1'b1) ? {1'b0, opA[6:0]} : opA;
				opB_mag = (opB[7] == 1'b1) ? {1'b0, opB[6:0]} : opB;
			end
		endcase
	end
	always @ (*) begin
		case (sel)
			3'b000: begin
				if (opA[7] ^ opB[7]) begin
					if (opA_mag >= opB_mag) begin
						res_temp = opA_mag - opB_mag;
						res = (opA[7] == 1'b1) ? (~res_temp + 1) : res_temp;
					end else begin
						res_temp = opB_mag - opA_mag;
						res = (opB[7] == 1'b1) ? (~res_temp + 1) : res_temp;
					end
				end
				else begin
					res_temp = opA_mag + opB_mag;
					res = (opA[7] == 1'b1) ? (~res_temp + 1) : res_temp;
				end  
			end  
			3'b001: begin
				if (!(opA[7] ^ opB[7])) begin
					if (opA_mag >= opB_mag) begin
						res_temp = opA_mag - opB_mag;
						res = (opA[7] == 1'b1) ? (~res_temp + 1) : res_temp;
					end else begin
						res_temp = opB_mag - opA_mag;
						res = (opB[7] == 1'b0) ? (~res_temp + 1) : res_temp;
					end
				end 
				else begin
					res_temp = opA_mag + opB_mag;
					res = (opA[7] == 1'b1) ? (~res_temp + 1) : res_temp;
				end  
			end	 
			3'b010: begin
				if (opA[7] ^ opB[7]) begin
					if (opA_mag >= opB_mag) begin
						res_temp = opA_mag - opB_mag;
						res = (opA[7] == 1'b1) ? (~res_temp) : res_temp;
					end else begin
						res_temp = opB_mag - opA_mag;
						res = (opB[7] == 1'b1) ? (~res_temp) : res_temp;
					end
				end
				else begin
					res_temp = opA_mag + opB_mag;
					res = (opA[7] == 1'b1) ? (~res_temp) : res_temp;
				end
			end
			3'b011: begin
				if (!(opA[7] ^ opB[7])) begin
					if (opA_mag >= opB_mag) begin
						res_temp = opA_mag - opB_mag;
						res = (opA[7] == 1'b1) ? (~res_temp) : res_temp;
					end else begin
						res_temp = opB_mag - opA_mag;
						res = (opB[7] == 1'b0) ? (~res_temp) : res_temp;
					end
				end
				else begin
					res_temp = opA_mag + opB_mag;
					res = (opA[7] == 1'b1) ? (~res_temp) : res_temp;
				end
			end
			3'b100: begin
				if (opA[7] ^ opB[7]) begin
					if (opA_mag >= opB_mag) begin
						res_temp = opA_mag - opB_mag;
						res = (opA[7] == 1'b1) ? {1'b1, res_temp[6:0]} : res_temp;
					end else begin
						res_temp = opB_mag - opA_mag;
						res = (opB[7] == 1'b1) ? {1'b1, res_temp[6:0]} : res_temp;
					end
				end
				else begin
					res_temp = opA_mag + opB_mag;
					res = (opA[7] == 1'b1) ? {1'b1, res_temp[6:0]} : res_temp;
				end
			end
			3'b101: begin
				if (!(opA[7] ^ opB[7])) begin
					if (opA_mag >= opB_mag) begin
						res_temp = opA_mag - opB_mag;
						res = (opA[7] == 1'b1) ? {1'b1, res_temp[6:0]} : res_temp;
					end else begin
						res_temp = opB_mag - opA_mag;
						res = (opB[7] == 1'b0) ? {1'b1, res_temp[6:0]} : res_temp;
					end
				end
				else begin
					res_temp = opA_mag + opB_mag;
					res = (opA[7] == 1'b1) ? {1'b1, res_temp[6:0]} : res_temp;
				end
			end
			3'b110: begin
				res = opA & opB;
			end
			3'b111: begin
				res = opA | opB;
			end
		endcase
	end
endmodule
==> impl_metrics.env <==
# yosys + openroad results
export IMPL_outcome="finished, final reports clean"
export IMPL_flop_area_sq_um=240
export IMPL_dr_total_vias=4398
export IMPL_chipArea_sq_um=8290
export IMPL_warnings=48
export IMPL_synth_chip_area_sq_um=3970
export IMPL_slowest_stage="clkdlybuf4s50_1"
export IMPL_layout_worst_path_cycle_share_pct=96.2
export IMPL_unconstrained_endpoints=16
export IMPL_p_per_area_nw_per_um2=135
export IMPL_finalWirelength_um=13600
export IMPL_end_kind="output pin"
export IMPL_hold_buffers=0
export IMPL_synth_avg_cell_area_sq_um=6.94
export IMPL_grt_pass1_wl_um=21600
export IMPL_worstMarginPinSlew_ns=0.889
export IMPL_drv_cap=0
export IMPL_place_gp_congestion=1.00
export IMPL_dp_cells=706
export IMPL_grt_usage_pct=33.7
export IMPL_initCoreUtil_pct=51.6
export IMPL_portBuffers=27
export IMPL_rows=32
export IMPL_antenna_found_initial=0
export IMPL_unclocked_pins=16
export IMPL_area_leaders="ha_1 (11%), xnor2_1 (10%), nand2_1 (6.1%)"
export IMPL_maxSlewHeadroom_pct=40.3
export IMPL_antenna_diode_count=0
export IMPL_worstSetupPathType="input pin to output pin"
export IMPL_worstPathArrival_ns=3.12
export IMPL_path_cells="dlygate4sd2_1, clkinv_2, ha_4, clkinv_2, nand2_4, and2_4, or3_1, a21oi_1, o41ai_1, nand2_1, a31oi_1, clkdlybuf4s50_1"
export IMPL_worstHoldStart="opB[7]"
export IMPL_path_depth=12
export IMPL_largest_area_cell="ha_1"
export IMPL_die_w_um=91.1
export IMPL_grt_max_degree=37
export IMPL_fillers=725
export IMPL_dp_hpwl_um=10800
export IMPL_first_pass_iters=5
export IMPL_setup_viol=0
export IMPL_ios=27
export IMPL_synth_cells=571
export IMPL_p_leak_nw=1.82
export IMPL_hp_class="input pin to output pin"
export IMPL_layout_drive_gt1_share_pct=13.4
export IMPL_critPathMostFrequentCell="clkinv_2"
export IMPL_fin_crit_ns=3.94
export IMPL_hold_viol_final=0
export IMPL_yosys_cells=571
export IMPL_drc=0
export IMPL_cp_max_fo=4
export IMPL_ys_warnings_count=1
export IMPL_startpoint_type="input pin"
export IMPL_overflow=0
export IMPL_top_cell="nand2_1"
export IMPL_antenna_left=0
export IMPL_logic_area_sq_um=3420
export IMPL_synthArstFlopShare_pct=0
export IMPL_ys_types=82
export IMPL_rsz0062_at_grt="no"
export IMPL_whs_endpoint="res[7]"
export IMPL_design_core_area_sq_um=7690
export IMPL_die_h_um=91.1
export IMPL_drt_iter0_markers=296
export IMPL_post_route_util_pct=59.2
export IMPL_grt_pass1_vias=3903
export IMPL_ys_seq_elements=16
export IMPL_crit_buf_inv=4
export IMPL_fin_cells=707
export IMPL_cp_required_ns=3.28
export IMPL_crit_path_max_incr_delay_ns=0.49
export IMPL_vias_per_cell=6.22
export IMPL_maxSlewViolCount=0
export IMPL_finalPower_mw=0.614
export IMPL_avgRoutedWirePerCell_um=19.2
export IMPL_common_cells="nand2_1 (64), xnor2_1 (47), a21oi_1 (44)"
export IMPL_synthesis_area_sq_um=3970
export IMPL_max_freq_mhz=254
export IMPL_holdPathStages=8
export IMPL_syn_to_final_growth_pct=14.9
export IMPL_top_area_share_pct=10.7
export IMPL_crit_family="buffers and inverters"
export IMPL_edf_count=0
export IMPL_ys_flop_type="dlxtn_1"
export IMPL_ir_worst_vdd_v=0.0000633
==> logic make-up after synthesis <==
group	Yosys count	share of synthesized area, %
AOI/OAI and AO/OA	180	32.9
muxes	2	0.505
xor gates and xnor gates	59	13.4
latches	16	6.06
and+or+nand+nor	192	23.8
adders and majority gates	44	14.0
buffers and inverters	78	9.28
==> placed cells by master (no fill, tap or decap), types with 7 or more instances in the layout <==
| cell | netlist | final |
|---|---|---|
| nand2_1 | 64 | 61 |
| xnor2_1 | 47 | 47 |
| buf_4 | 5 | 44 |
| a21oi_1 | 44 | 42 |
| nor2_1 | 40 | 40 |
| inv_1 | 36 | 35 |
| ha_1 | 34 | 33 |
| o21ai_0 | 30 | 30 |
| clkdlybuf4s50_1 | 0 | 25 |
| nand3_1 | 16 | 16 |
| dlxtn_1 | 16 | 16 |
| nor3_1 | 16 | 13 |
| o211ai_1 | 11 | 11 |
| xor2_1 | 10 | 10 |
| a211oi_1 | 9 | 9 |
| a31oi_1 | 8 | 8 |
| or3_1 | 8 | 8 |
| nand2b_1 | 7 | 7 |
| maj3_1 | 7 | 7 |
==> metal layers <==
| layer | global-route usage (%) | part of all wire (%) | vias up |
|---|---|---|---|
| li1 | - | - | 2154 |
| met1 | 52.5 | 47 | 1988 |
| met4 | 6.48 | 2.2 | 0 |
| met3 | 4.34 | 9.1 | 22 |
| met5 | 0 | 0 | - |
| met2 | 50.1 | 42 | 234 |
==> where the power goes <==
part / switching [mW] / internal, mW
Sequential: 0.00462 / 0.0130
Clock: 0 / 0
Combinational: 0.340 / 0.257
==> tightest hold or removal path, cell delays in order <==
cell	delay, ns
dlygate4sd2_1	0.25
clkinv_2	0.07
ha_4	0.11
nand2_1	0.05
o211ai_1	0.06
and4_1	0.18
nand4_1	0.07
clkdlybuf4s50_1	0.40
==> flip-flops by register name, summed over array words and instances, names as in the netlist <==
| register | count |
|---|---|
| opA_mag | 8 |
| opB_mag | 8 |
==> stage by stage <==
step           TNS (ns)  instance area, sq um  hold slack (ns)  setup slack (ns)
3_5_place_dp      -1.13                  4480             2.88            -0.201
4_1_cts               0                  4540             2.85             0.108
3_3_place_gp      -1.11                  4480             2.88            -0.203
5_1_grt               0                  4550             2.94            0.0186
6_report              0                  4550             2.84             0.156
2_1_floorplan         0                  3970             1.88            0.0826
==> timing repair <==
item,4_1_cts,5_1_grt
buffers inserted,1,0
pin swaps,5,1
setup endpoints to repair,8,3
endpoints found under the hold margin,0,0
resized,18,4
==> final cells by class <==
class                      count  share of cell area [%]
inverter                      40                    3.35
tap                          102                    2.80
sequential                    16                    5.27
timing repair buffer          72                    13.4
multi-input combinational    477                    75.2
==> worst max path at each step <==
stage           from  endpoint  slack [ns]
finish        opB[7]    res[3]        0.16
global route  opB[7]    res[3]        0.02
CTS           sel[0]    res[6]        0.11
Power is estimated from default activity; no workload was simulated.
