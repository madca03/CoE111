$ cat flow/run.sh
#!/bin/bash
# OpenROAD 26Q1-2900-gdf79404cd8, Yosys 0.63+post, stock flow scripts
make -C /OpenROAD-flow-scripts/flow DESIGN_CONFIG=/design/flow/config.mk WORK_HOME=/design/flow/orfs finish
$ cat flow/config.mk
export PLATFORM = sky130hd
export DESIGN_NAME = mult
export DESIGN_NICKNAME = mult
export VERILOG_FILES = /design/flow/design.v
export SDC_FILE = /design/flow/constraint.sdc
export NUM_CORES = 4
export LEC_CHECK = 1
export CORE_UTILIZATION = 40
$ cat flow/constraint.sdc
current_design mult

set clk_period 17.1
set clk_io_pct 0.2

create_clock -name clk0 -period $clk_period

set non_clock_inputs [all_inputs -no_clocks]
set_input_delay [expr $clk_period * $clk_io_pct] -clock clk0 $non_clock_inputs
set_output_delay [expr $clk_period * $clk_io_pct] -clock clk0 [all_outputs]
$ cat flow/design.v
`timescale 1ns/1ps
module mult(a_in, b_in, product);
	input [7:0] a_in;
	input [7:0] b_in;
	output [15:0] product;
	wire [15:0] partial_sum1;
	wire [15:0] partial_sum2;
	wire [15:0] partial_sum3;
	wire [15:0] partial_sum4;
	wire [15:0] partial_sum5;
	wire [15:0] partial_sum6;
	wire [15:0] partial_sum7;
	wire [15:0] partial_sum8;
	wire [15:0] unsigned_product;
	wire [15:0] total_sum;
	wire a_sign;
	wire b_sign;
	wire [7:0] a;
	wire [7:0] b;
	wire sign;
	assign a_sign = a_in[7];
	assign b_sign = b_in[7];	
	assign a = (a_in[7] == 1'b1) ? (~a_in) + 1'b1 : a_in;
	assign b = (b_in[7] == 1'b1) ? (~b_in) + 1'b1 : b_in;
	assign partial_sum1 = {{9{1'b0}}, {7{b[0]}} & a}; 
	assign partial_sum2 = {{8{1'b0}}, {7{b[1]}} & a, 1'd0}; 
	assign partial_sum3 = {{7{1'b0}}, {7{b[2]}} & a, 2'd0}; 
	assign partial_sum4 = {{6{1'b0}}, {7{b[3]}} & a, 3'd0}; 
	assign partial_sum5 = {{5{1'b0}}, {7{b[4]}} & a, 4'd0}; 
	assign partial_sum6 = {{4{1'b0}}, {7{b[5]}} & a, 5'd0}; 
	assign partial_sum7 = {{3{1'b0}}, {7{b[6]}} & a, 6'd0}; 
	assign partial_sum8 = {{2{1'b0}}, {7{b[7]}} & a, 7'd0};
	assign unsigned_product = partial_sum1 
		+ partial_sum2 
		+ partial_sum3 
		+ partial_sum4 
		+ partial_sum5 
		+ partial_sum6 
		+ partial_sum7 
		+ partial_sum8;
	assign sign = a_sign ^ b_sign;
	assign product = (sign == 1'b1) ? (~unsigned_product) + 1'b1 : unsigned_product;
endmodule
==> run notes <==
run results: status=finished, final reports clean, worst slack at placement=between 3 and 4 ns, Mapped Cells=roughly 260, die width=76.6 um, Critical Path Max Stage Delay=0.61 ns, YS chip area=2230 um2, RSZ-0062 raised after global routing=no, initial detailed-routing violation count=98, CP arrival=9.96 ns, post-route clock period utilization=0.783, power per cell area=153 nW/um2, Net Sw Power=approximately 190 uW, share of layout cells above drive strength 1=0.0344, final setup margin=3.72 ns, Ys Warns=0, Fin Setup TNS=0 ns, Post-CTS Setup Inserts=0, # resized after CTS=0, Worst Path Required=~14 ns, Leak=0.00131 uW, hold slack=7.92 ns, Seq pwr share=0, Post-Syn Area=2230 um2, gp weighted congestion=between 0.8 and 0.9, I/O Buffers=32, CP Capture Type=output port, CP cell instances=clkdlybuf4s50_1, inv_1, ha_1, nand2b_1, o21ai_1, xor2_1, nor2_1, fa_1, fa_1, fa_1, fa_1, inv_1, fa_1, nor2b_1, o22a_1, xor2_1, or4_4, nor3_2, a31oi_1, xnor2_1, clkdlybuf4s50_1, maxcap violations=0, core box area=between 5000 and 6000 um2, FP Core Util=0.425, Setup CP Type=primary input to output port, first-pass GRT wire length=just under 8 mm, Synth cell types=40, routed vias=around 1800, Power, Total=approximately 400 uW, die y size=around 77 um, clock buffers=0, max frequency=around 75 MHz, Final Setup Violations=0, Hold WC Path Type=primary input to output port, Die ar.=5870 um2, min Tclk post-route=about 13 ns, cells in synth_stat.txt=~260, via/cell ratio=about 5, diodes inserted=0, DRT Pass-1 Iters=4, Synth Area per Inst=8.46 um2, DRT Wirelength=4.41 mm, Tool Warnings=34, actual slew at the worst max-slew pin=0.697 ns, DR DRC count=0, DP HPWL=3.86 mm, combinational share of power=1.000, DRT antenna net count=0, GRT Overall Usage=0.168, Switching Fraction=0.464, Rows=26, Syn-to-layout area delta=17.7%, VDD IR max=0.104 mV, Post-synth seq share=0, Final Hold Vio Count=0, Crit-path slowest cell=xor2_1, CTS Hold Bufs=0, placed insts=361, grt ovf=0, vias in the first global route=about 1800, Pint=approximately 210 uW, Final Instance Count excl. Fillers=361, fin. max-slew vios=0, I/O Pins=32, largest net degree at the start of global routing=10, most used cell, CP=fa_1, Clk pwr share=0, flop count=0, initial antenna violation count=0, routed length per instance=12.2 um, Max FO, Critical Path=8, slew margin rel.=0.522, register area=0 um2, Startpoint Class=primary input
-- power by group through the flow --
stage	Combinational [uW]	Sequential (uW)	Clock, uW
final	401	0	0
after global routing	457	0	0
after CTS	409	0	0
-- Yosys cell counts, drive strengths merged --
library cell	instances	area share
o21bai	1	0.0034
mux2i	2	0.0090
nand3	1	0.0022
a21oi	8	0.018
and4	1	0.0039
o2111ai	1	0.0039
nor3	3	0.0090
or3	3	0.0084
a311oi	1	0.0067
a41oi	1	0.0039
fa	32	0.29
clkbuf	4	0.0067
and3	2	0.0056
a31oi	2	0.0056
o41ai	1	0.0039
o22a	1	0.0039
nor4b	1	0.0039
xor2	19	0.078
xnor2	16	0.070
o21ai	8	0.018
ha	35	0.20
inv	29	0.049
nand2b	7	0.020
a21o	6	0.020
nor3b	1	0.0056
a221o	2	0.0090
nor2b	3	0.0084
nand2	10	0.017
o31ai	3	0.010
or4	1	0.0051
nor2	51	0.086
or4b	1	0.0045
or2	6	0.017
-- layout make-up --
class / count / area (um2)
Multi-Input combinational cell: 230 / 2100
Tap cell: 70 / 87.6
Timing Repair Buffer: 32 / 320
Fill cell: 493 / 2620
Inverter: 29 / 109
-- layer usage --
metal	GRT usage	part of all wire	wire length [um]
met5	0	0	0
met4	0.00385	0	0
met3	0.0170	0.035	155
met1	0.268	0.48	2130
met2	0.271	0.48	2120
-- cells in the final DEF (no fill, tap or decap), drive strengths merged, types with 2 or more instances in the layout --
| master | Yosys | routed |
|---|---|---|
| a31oi | 2 | 2 |
| or2 | 6 | 6 |
| mux2i | 2 | 2 |
| inv | 29 | 29 |
| a21o | 6 | 6 |
| ha | 35 | 35 |
| o21ai | 8 | 8 |
| o31ai | 3 | 3 |
| fa | 32 | 32 |
| nor2 | 51 | 51 |
| nand2 | 10 | 10 |
| xnor2 | 16 | 16 |
| clkdlybuf4s50 | 0 | 32 |
| and3 | 2 | 2 |
| nor2b | 3 | 3 |
| xor2 | 19 | 19 |
| nor3 | 3 | 3 |
| a21oi | 8 | 8 |
| a221o | 2 | 2 |
| nand2b | 7 | 7 |
| or3 | 3 | 3 |
-- through the flow --
step / util / area [um2]
floorplan: - / 2230
global placement: 0.500 / 2620
detailed placement: 0.500 / 2620
CTS: 0.500 / 2620
global route: 0.500 / 2620
finish: 0.500 / 2620
-- cell families after synthesis --
group	after synthesis	share of synthesized area
adder cells (fa/ha/maj)	67	0.485
AND-OR/OR-AND	35	0.107
buffers and inverters	33	0.0556
AND/OR/NAND/NOR	91	0.196
multiplexers	2	0.00899
XOR/XNOR	35	0.148
-- worst paths after layout --
| path | slack [ns] | end | startpoint | cells past startpoint |
|---|---|---|---|---|
| max | 3.72 | product[14] | a_in[0] | 21 |
| min | 7.92 | product[0] | b_in[0] | 4 |
-- critical path, delay by kind of cell --
family | cells | cell delay, ns
compound gates | 3 | 0.48
buf+inv | 4 | 1.29
simple gates | 5 | 1.09
xor+xnor | 3 | 0.87
fa+ha+maj | 6 | 2.82
No activity file was given, so power comes from the tool's default toggle rates.
